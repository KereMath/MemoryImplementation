## /design/flow/config.mk

```make
export PLATFORM = sky130hd
export DESIGN_NAME = polMEM
export DESIGN_NICKNAME = polMEM
export VERILOG_FILES = /design/flow/design.v
export SDC_FILE = /design/flow/constraint.sdc
export NUM_CORES = 4
export LEC_CHECK = 1
export CORE_UTILIZATION = 40
```

## /design/flow/constraint.sdc

```tcl
current_design polMEM

set clk_period 7.8
set clk_io_pct 0.2

create_clock -name clk0 -period $clk_period [get_ports {CLK}]

set non_clock_inputs [all_inputs -no_clocks]
set_input_delay [expr $clk_period * $clk_io_pct] -clock clk0 $non_clock_inputs
set_output_delay [expr $clk_period * $clk_io_pct] -clock clk0 [all_outputs]
```

## /design/flow/design.v

```verilog
`timescale 1ns / 1ps
module lab4ROM (input [3:0] romAddr, output reg[4:0] romOutput);
always@(*) begin
if(romAddr==4'b0000) begin
	romOutput=5'b00000;
 end
 else if(romAddr==4'b0001) begin
	romOutput=5'b00001;
 end
 else if(romAddr==4'b0010) begin
	romOutput=5'b00110;
 end
 else if(romAddr==4'b0011) begin
	romOutput=5'b00111;
 end
 else if(romAddr==4'b0100) begin
	romOutput=5'b01011;
 end
 else if(romAddr==4'b0101) begin
	romOutput=5'b01100;
 end
 else if(romAddr==4'b0110) begin
	romOutput=5'b01101;
 end
 else if(romAddr==4'b0111) begin
	romOutput=5'b01110;
 end
 else if(romAddr==4'b1000) begin
	romOutput=5'b11101;
 end
 else if(romAddr==4'b1001) begin
	romOutput=5'b11110;
 end
 else if(romAddr==4'b1010) begin
	romOutput=5'b11111;
 end
 else if(romAddr==4'b1011) begin
	romOutput=5'b10000;
 end
 else if(romAddr==4'b1100) begin
	romOutput=5'b10111;
 end
 else if(romAddr==4'b1101) begin
	romOutput=5'b11000;
 end
 else if(romAddr==4'b1110) begin
	romOutput=5'b11001;
 end
 else begin
    romOutput=5'b11010;
 end
 end
endmodule
module lab4RAM (
	input ramMode,  
	input [3:0] ramAddr, 
	input [4:0] ramInput,
	input  ramOp,  
	input [1:0] ramArg,   
	input CLK, 
	output reg [8:0] ramOutput);
integer i;
integer x;
integer result;
reg [9:0] ram [0:16];
initial begin
        for (i = 0; i < 16; i=i+1) ram[i] = 0;
    end
always@(posedge CLK) 
if(ramMode==1) begin 
if(ramArg==2'b00) begin
    x=1;
end
else if(ramArg==2'b01) begin
    x=2;
end
else if(ramArg==2'b10) begin
    x=-1;
end
else begin
    x=-2;
end
if (ramInput==5'b00000) begin
    if (ramOp==0) begin
    result=x*x*x*x+x*x*x+x*x+x+1;
    end
    else begin
    result=4*x*x*x+3*x*x+2*x+1;
    end
end
else if (ramInput==5'b00001) begin
    if (ramOp==0) begin
    result=x*x*x*x+x*x*x+x*x+x-1;
    end
    else begin
    result=4*x*x*x+3*x*x+2*x+1;
    end
end
else if (ramInput==5'b00010) begin
    if (ramOp==0) begin
    result=x*x*x*x+x*x*x+x*x-x+1;
    end
    else begin
    result=4*x*x*x+3*x*x+2*x-1;
    end
end
else if (ramInput==5'b00011) begin
    if (ramOp==0) begin
    result=x*x*x*x+x*x*x+x*x-x-1;
    end
    else begin
    result=4*x*x*x+3*x*x+2*x-1;
    end
end
else if (ramInput==5'b00100) begin
    if (ramOp==0) begin
    result=x*x*x*x+x*x*x-x*x+x+1;
    end
    else begin
    result=4*x*x*x+3*x*x-2*x+1;
    end
end
else if (ramInput==5'b00101) begin
    if (ramOp==0) begin
    result=x*x*x*x+x*x*x-x*x+x-1;
    end
    else begin
    result=4*x*x*x+3*x*x-2*x+1;
    end
end
else if (ramInput==5'b00110) begin
    if (ramOp==0) begin
    result=x*x*x*x+x*x*x-x*x-x+1;
    end
    else begin
    result=4*x*x*x+3*x*x-2*x-1;
    end
end
else if (ramInput==5'b00111) begin
    if (ramOp==0) begin
    result=x*x*x*x+x*x*x-x*x-x-1;
    end
    else begin
    result=4*x*x*x+3*x*x-2*x-1;
    end
end
else if (ramInput==5'b01000) begin
    if (ramOp==0) begin
    result=x*x*x*x-x*x*x+x*x+x+1;
    end
    else begin
    result=4*x*x*x-3*x*x+2*x+1;
    end
end
else if (ramInput==5'b01001) begin
    if (ramOp==0) begin
    result=x*x*x*x-x*x*x+x*x+x-1;
    end
    else begin
    result=4*x*x*x-3*x*x+2*x+1;
    end
end
else if (ramInput==5'b01010) begin
    if (ramOp==0) begin
    result=x*x*x*x-x*x*x+x*x-x+1;
    end
    else begin
    result=4*x*x*x-3*x*x+2*x-1;
    end
end
else if (ramInput==5'b01011) begin
    if (ramOp==0) begin
    result=x*x*x*x-x*x*x+x*x-x-1;
    end
    else begin
    result=4*x*x*x-3*x*x+2*x-1;
    end
end
else if (ramInput==5'b01100) begin
    if (ramOp==0) begin
    result=x*x*x*x-x*x*x-x*x+x+1;
    end
    else begin
    result=4*x*x*x-3*x*x-2*x+1;
    end
end
else if (ramInput==5'b01101) begin
    if (ramOp==0) begin
    result=x*x*x*x-x*x*x-x*x+x-1;
    end
    else begin
    result=4*x*x*x-3*x*x-2*x+1;
    end
end
else if (ramInput==5'b01110) begin
    if (ramOp==0) begin
    result=x*x*x*x-x*x*x-x*x-x+1;
    end
    else begin
    result=4*x*x*x-3*x*x-2*x-1;
    end
end
else if (ramInput==5'b01111) begin
    if (ramOp==0) begin
    result=x*x*x*x-x*x*x-x*x-x-1;
    end
    else begin
    result=4*x*x*x-3*x*x-2*x-1;
    end
end
else if (ramInput==5'b10000) begin
    if (ramOp==0) begin
    result=-x*x*x*x+x*x*x+x*x+x+1;
    end
    else begin
    result=-4*x*x*x+3*x*x+2*x+1;
    end
end
else if (ramInput==5'b10001) begin
    if (ramOp==0) begin
    result=-x*x*x*x+x*x*x+x*x+x-1;
    end
    else begin
    result=-4*x*x*x+3*x*x+2*x+1;
    end
end
else if (ramInput==5'b10010) begin
    if (ramOp==0) begin
    result=-x*x*x*x+x*x*x+x*x-x+1;
    end
    else begin
    result=-4*x*x*x+3*x*x+2*x-1;
    end
end
else if (ramInput==5'b10011) begin
    if (ramOp==0) begin
    result=-x*x*x*x+x*x*x+x*x-x-1;
    end
    else begin
    result=-4*x*x*x+3*x*x+2*x-1;
    end
end
else if (ramInput==5'b10100) begin
    if (ramOp==0) begin
    result=-x*x*x*x+x*x*x-x*x+x+1;
    end
    else begin
    result=-4*x*x*x+3*x*x-2*x+1;
    end
end
else if (ramInput==5'b10101) begin
    if (ramOp==0) begin
    result=-x*x*x*x+x*x*x-x*x+x-1;
    end
    else begin
    result=-4*x*x*x+3*x*x-2*x+1;
    end
end
else if (ramInput==5'b10110) begin
    if (ramOp==0) begin
    result=-x*x*x*x+x*x*x-x*x-x+1;
    end
    else begin
    result=-4*x*x*x+3*x*x-2*x-1;
    end
end
else if (ramInput==5'b10111) begin
    if (ramOp==0) begin
    result=-x*x*x*x+x*x*x-x*x-x-1;
    end
    else begin
    result=-4*x*x*x+3*x*x-2*x-1;
    end
end
else if (ramInput==5'b11000) begin
    if (ramOp==0) begin
    result=-x*x*x*x-x*x*x+x*x+x+1;
    end
    else begin
    result=-4*x*x*x-3*x*x+2*x+1;
    end
end
else if (ramInput==5'b11001) begin
    if (ramOp==0) begin
    result=-x*x*x*x-x*x*x+x*x+x-1;
    end
    else begin
    result=-4*x*x*x-3*x*x+2*x+1;
    end
end
else if (ramInput==5'b11010) begin
    if (ramOp==0) begin
    result=-x*x*x*x-x*x*x+x*x-x+1;
    end
    else begin
    result=-4*x*x*x-3*x*x+2*x-1;
    end
end
else if (ramInput==5'b11011) begin
    if (ramOp==0) begin
    result=-x*x*x*x-x*x*x+x*x-x-1;
    end
    else begin
    result=-4*x*x*x-3*x*x+2*x-1;
    end
end
else if (ramInput==5'b11100) begin
    if (ramOp==0) begin
    result=-x*x*x*x-x*x*x-x*x+x+1;
    end
    else begin
    result=-4*x*x*x-3*x*x-2*x+1;
    end
end
else if (ramInput==5'b11101) begin
    if (ramOp==0) begin
    result=-x*x*x*x-x*x*x-x*x+x-1;
    end
    else begin
    result=-4*x*x*x-3*x*x-2*x+1;
    end
end
else if (ramInput==5'b11110) begin
    if (ramOp==0) begin
    result=-x*x*x*x-x*x*x-x*x-x+1;
    end
    else begin
    result=-4*x*x*x-3*x*x-2*x-1;
    end
end
else begin
    if (ramOp==0) begin
    result=-x*x*x*x-x*x*x-x*x-x-1;
    end
    else begin
    result=-4*x*x*x-3*x*x-2*x-1;
    end
end
if (result>=0)begin
ram[ramAddr]=result;
end
else begin
    result=-result;
    result=result+256;
    ram[ramAddr]=result;
end
end
always@(*)
if(ramMode==0) begin
ramOutput=ram[ramAddr];
end
endmodule
module polMEM(input mode, input [3:0] memAddr, input op, input [1:0] arg, input CLK, output wire [8:0] memOutput);
	wire [4:0]  romOutput;
	lab4ROM RO(memAddr, romOutput);
	lab4RAM RA(mode, memAddr, romOutput, op, arg, CLK, memOutput);
endmodule
```

## /design/flow/run.sh

```bash
#!/bin/bash
# OpenROAD 26Q1-2900-gdf79404cd8, Yosys 0.63+post, stock flow scripts
make -C /OpenROAD-flow-scripts/flow DESIGN_CONFIG=/design/flow/config.mk WORK_HOME=/design/flow/orfs finish
```

==> reports/metrics.sh <==
POST_CTS.REPAIR.SETUP_BUFFERS=0
VIAS_PER_STD_CELL=6.40
DRT_FIRST_ITER_VIOLATIONS=756
PIN_COUNT_OF_THE_BIGGEST_NET_ENTERING_GLOBAL_ROUTING=68
CTS_BUFFER_DEPTH=2
CELL_CHAIN_CRITICAL_PATH='clkdlybuf4s50_1 -> inv_1 -> ha_1 -> nor2_1 -> clkinv_2 -> ha_1 -> xnor2_1 -> a21oi_1 -> o21ai_0 -> a22o_1 -> ha_1 -> nand2_1 -> nand2_1 -> a221oi_2 -> nand2b_1 -> or4_1 -> a32oi_2 -> nand2b_1 -> o311a_1'
ROUTED-VIA-COUNT=6682
DIEAREA_MM2=0.0235
DIE.SIZE.X_UM=153
NFILLCELLS=2019
PLACE_CONGESTION=1.02
UNTIMED_ENDPOINTS=18
FINALSETUPVIOLATIONS=0
HOLD_PATH.CLASS='input port to register'
IOS=18
HOLD_VIOL_FINAL=0
TOTAL_WIRELENGTH_OF_THE_DETAILED_ROUTED_DESIGN_UM=28100
CTS.REPORTEDPATHS.CLKPINSLEW_PS=60
POST_SYNTH_NUM_CELL_TYPES=86
SYNTHESIS.AREA_PER_INSTANCE_UM2=12.3
N_ANTENNA_CELL=0
GRT_ANTENNA_BEFORE_REPAIR=0
WORST-SLEW-PIN-TRANSITION_PS=1040
SYNTH-ASYNC-RESET-RATIO_PCT=0
YS_SEQ_ELEMENTS=153
ENDPOINT_CLASS_OF_THE_CRITICAL_PATH='register'
LOG.WARNING_COUNT=39
MAXSLEWHEADROOM_PCT=30.0
AREA_GROW_SYN2LAYOUT_PCT=10.2
CORE-AREA_MM2=0.0226
ROUTED_WIRELENGTH_NORMALIZED_BY_INSTANCE_COUNT_UM=26.9
DRIVE_GT1_SHARE_PCT=16.3
SLOWEST_DELAY_PS=750
TIMING.CRITICAL_PATH.MODE_CELL='ha_1'
POSTCTSRESIZEDCELLS=0
RSZ_0062_RAISED_AFTER_GLOBAL_ROUTING='false'
SYNTH-MAIN-FF-CELL='edfxtp_1'
GRT_OVERFLOW=0
REMAINING_DRC_ERRORS=0
SYNTH_CELLS=746
TRITONCTS='yes'
COUNT_LEADER_SYNTH='edfxtp_1'
FINALCRITPERIODSHARE_PCT=83.5
NETLIST.AREA_LEADER.SHARE_PCT=47.2
CP_NUM_BUF_INV=3
DIE_Y_UM=153
FP-UTILIZATION_PCT=40.6
CTS_MADE_BUFFERS=17
SYN-CELL-AREA_MM2=0.00917
PORT_BUFFERS=17
LAYOUT.CORE_UTILIZATION_PCT=44.7
MAX-VDD-IR-DROP_V=0.000155
CRIT_ARRIVAL_PS=6600
PATH_MAX_FANOUT=16
MAX_CAP_VIOLATIONS=0
RUN_STATUS='completed'
FINAL_ANT_VIOL_NETS=0
WORST_PATH_DOMINANT_CELL_FAMILY='AND-OR/OR-AND gates'
CTS.ROOT.BUFFER_CELL='clkbuf_16'
PLACEMENT_ROWS=55
DETAILEDPLACEMENTHPWL_UM=18600
ENABLE_FLOP_CELLS=144
UNCLOCKED_PINS=9
SYNTH_TOP_CELL_BY_AREA='edfxtp_1'
FIRST_GLOBAL_VIAS=6514
FIRST_PASS_ITERS=5
POST_SYNTH_MAIN_AREA_CONTRIBUTORS='edfxtp_1, mux4_2, ha_1'
GRT_PASS1_WL_UM=42000
CRITPATHREQUIREDTIME_PS=7880
P_PER_AREA_mW_PER_MM2=209
COMMONEST_CELLS_POST_SYNTH='edfxtp_1, mux4_2, nand2_1'
GR-USAGE-ALL-LAYERS_PCT=25.7
YOSYSWARNINGCOUNT=2
CTS_HTREE_LEVELS=4
TIMING_MAX_TRANSITION_VIOLATIONS_FINAL=0
MAX_FREQ_GHz=0.153
PLACEDCELLCOUNT=1013
FINALWORSTPATHREQUIREDPERIOD_PS=6510
CRITICAL_PATH_CLASS='input port to register'
CRITPATHLAUNCHTYPE='input port'
YS_CELLS=746
CELL_LEAKAGE_POWER_nW=3.44
COUNT_OF_NON_FILLER_CELLS_IN_THE_FINISHED_LAYOUT=1044
CTS_HOLD_BUFFERS=0
CPMAXSTAGEDELAYCELL='clkdlybuf4s50_1'
YOSYS.STAT.CHIPAREA_MM2=0.00917
TOTALNEGATIVESETUPSLACK_PS=0
[power by group]
group	internal (mW)	switching, mW	leakage (nW)	total, mW
clock	0.499	0.286	0.277	0.784
sequential	0.931	0.00564	1.39	0.937
combinational	0.138	0.248	1.77	0.386
total	1.57	0.540	3.44	2.11
[worst paths after layout]
check / start / to / slack (ps) / cells past startpoint
worst max-delay path: arg[1] / RA.ram[1][8] / 1290 / 19
worst min-delay path: memAddr[0] / RA.ram[15][8] / 2280 / 4
[kinds of logic (layout without fill, tap and decap cells)]
| group | count (synthesis) | count (layout) | share of synthesized area, % |
|---|---|---|---|
| adders and majority gates | 26 | 26 | 3.55 |
| and+or+nand+nor | 204 | 204 | 12.7 |
| other | 2 | 4 | 0.0819 |
| xor gates and xnor gates | 26 | 26 | 2.48 |
| muxes | 57 | 57 | 12.7 |
| buffers and inverters | 82 | 93 | 4.68 |
| latches | 9 | 9 | 1.47 |
| AOI/OAI and AO/OA | 196 | 196 | 15.2 |
| DFF | 144 | 144 | 47.2 |
[per-stage QoR]
stage / setup slack [ps] / hold WS (ps) / cell area [µm²] / total power [mW]
global route: 916 / 2310 / 10100 / 2.19
floorplan: 1830 / 1990 / 9170 / 1.21
finish: 1290 / 2280 / 10100 / 2.11
global placement: 1050 / 2620 / 9520 / 1.33
detailed placement: 925 / 2650 / 9520 / 1.33
CTS: 1350 / 2220 / 10100 / 2.12
[sequential cells by signal, indices dropped and copies added, names as in the netlist]
| register | count |
|---|---|
| RA.ramOutput | 9 |
| RA.ram | 144 |
[metal layers]
layer  GRT usage (%)  wire [µm]  up-vias
li1                -          -     2936
met1            38.0      11300     3296
met3            9.33       2850       56
met2            38.1      13000      394
met4            6.48        881        0
met5               0          0        -
[cell usage in the layout (no fill, tap or decap), types with 14 or more instances in the layout]
cell type	n
xnor2_1	16
nor2_1	31
nand3_1	14
nand2b_1	27
edfxtp_1	144
buf_4	27
nor2b_1	16
nand2_1	47
ha_1	26
mux4_2	47
o21ai_0	37
a21oi_1	41
and2_1	17
inv_1	17
clkbuf_16	17
[cell type report]
| type | instances | area, µm² | share of cell area, % |
|---|---|---|---|
| Sequential cell | 153 | 4460 | 44.2 |
| Multi-Input combinational cell | 513 | 4290 | 42.4 |
| Clock buffer | 20 | 437 | 4.32 |
| Tap cell | 285 | 357 | 3.53 |
| Timing Repair Buffer | 42 | 343 | 3.40 |
| Clock inverter | 11 | 140 | 1.39 |
| Inverter | 20 | 76.3 | 0.756 |
Power and IR drop assume default switching activity.
